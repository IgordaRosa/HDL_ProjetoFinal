==> /design/flow/design.v <==
module display7seg
(
reset_in,
clock_in,
numgiro_in,
seg_out
);
input reset_in, clock_in;
input [3:0] numgiro_in;
output [6:0] seg_out;
reg [6:0] NumGiroConv;
always @(posedge clock_in or posedge reset_in)begin
	if(reset_in)begin
		NumGiroConv = 7'b0000000;
	end
	else begin
		case (numgiro_in)
		 4'b0000: NumGiroConv = 7'b0111111;  
		 4'b0001: NumGiroConv = 7'b0000110;  
		 4'b0010: NumGiroConv = 7'b1011011;  
		 4'b0011: NumGiroConv = 7'b1001111;  
		 4'b0100: NumGiroConv = 7'b1100110;  
		 4'b0101: NumGiroConv = 7'b1101101;  
		 4'b0110: NumGiroConv = 7'b1111101;  
		 4'b0111: NumGiroConv = 7'b0000111;  
		 4'b1000: NumGiroConv = 7'b1111111;  
		 4'b1001: NumGiroConv = 7'b1101111;  
		 default: NumGiroConv = 7'b0000000;  
		endcase
   end
end
assign seg_out = NumGiroConv;
endmodule
module rele(reset_in, clock_in, numgiro_in, contador_giro_out, sensor1_in, sensor2_in, rele_out);
input reset_in, clock_in;
input wire sensor1_in, sensor2_in;
input wire [3:0] numgiro_in;
output wire rele_out;
output wire [3:0] contador_giro_out;
reg girar;
reg [3:0] contador_giro;
reg [3:0] debounce_sensores;
reg espera_sensores;
always @(posedge clock_in or posedge reset_in) begin
if(reset_in) begin
 girar = 1'b0;
 contador_giro = 4'b0000;
 debounce_sensores = 4'b0000;
 espera_sensores = 1'b1;
end
else begin
 if(numgiro_in > 4'b0000 && girar == 1'b0)begin
  contador_giro = numgiro_in;
  girar = 1'b1;
 end
 if(sensor1_in == 1'b1 && sensor2_in == 1'b1) begin
  if(espera_sensores == 1'b0) begin
   debounce_sensores = debounce_sensores + 4'b0001;
  end
 end
 else if(sensor1_in != 1'b1 && sensor2_in != 1'b1) begin
  debounce_sensores = 4'b0000;
  espera_sensores = 1'b0;
 end
 else begin
  debounce_sensores = 4'b0000;
 end
 if(debounce_sensores == 4'b1111) begin
  debounce_sensores = 4'b0000;
  if(contador_giro != 4'b0000 && espera_sensores == 1'b0)begin
    contador_giro = contador_giro - 4'b0001;
    espera_sensores = 1'b1;
	 if(contador_giro == 4'b0000)begin
     girar = 1'b0;
    end
    else begin
     girar = 1'b1;
    end
  end
 end
end
end
assign rele_out = girar | (!sensor1_in & !sensor2_in);
assign contador_giro_out = contador_giro;
endmodule
module teclado(reset_in, clock_in, coluna_in, linha_in, numgiro_out);
input reset_in, clock_in;
input wire [2:0] coluna_in, linha_in;
output [3:0] numgiro_out;
reg [3:0] backup_numgiro, contador;
reg [5:0] backup_tecla;
always @(posedge clock_in or posedge reset_in) begin
 if(reset_in) begin
  backup_numgiro = 4'b0000;
  contador = 4'b0000;
  backup_tecla = 8'b0;
 end
 else begin
  if(contador == 4'b1111)begin
	case(coluna_in)
	 3'b100: backup_numgiro = 4'b0001;
	 3'b010: backup_numgiro = 4'b0010;
	 3'b001: backup_numgiro = 4'b0011;
	 default: backup_numgiro = 4'b0000;
	endcase 
	case(linha_in)
	 3'b100: backup_numgiro = backup_numgiro;
	 3'b010: backup_numgiro = backup_numgiro + 4'b0011;
	 3'b001: backup_numgiro = backup_numgiro + 4'b0110;
	 default: backup_numgiro = 4'b0000;
	endcase
  end
  if(backup_tecla == {coluna_in, linha_in})begin
   contador = contador + 4'b0001;
  end
  else begin
   contador = 4'b0000;
   backup_tecla = {coluna_in, linha_in};
  end
 end
end
assign numgiro_out = backup_numgiro;
endmodule
module vendingmachine 
(
 reset_in, 
 clock_in, 
 coluna_in, 
 linha_in, 
 sensor1_in, 
 sensor2_in, 
 rele_out,
 seg_out
 );
input wire [2:0] coluna_in, linha_in;
input wire sensor1_in, sensor2_in;
input clock_in, reset_in;
output wire rele_out;
output [6:0] seg_out;
wire [3:0] numgiro_w, contador_giro_w;
teclado T0
(
 .clock_in(clock_in),
 .reset_in(reset_in),
 .coluna_in(coluna_in),
 .linha_in(linha_in),
 .numgiro_out(numgiro_w)
);
rele R0
(
 .clock_in(clock_in),
 .reset_in(reset_in),
 .numgiro_in(numgiro_w),
 .contador_giro_out(contador_giro_w),
 .sensor1_in(sensor1_in),
 .sensor2_in(sensor2_in),
 .rele_out(rele_out)
);
display7seg D0
(
 .clock_in(clock_in),
 .reset_in(reset_in),
 .numgiro_in(contador_giro_w),
 .seg_out(seg_out)
);
endmodule
==> /design/flow/run.sh <==
#!/bin/bash
# OpenROAD 26Q1-2900-gdf79404cd8, Yosys 0.63+post, stock flow scripts
make -C /OpenROAD-flow-scripts/flow DESIGN_CONFIG=/design/flow/config.mk WORK_HOME=/design/flow/orfs finish
==> /design/flow/config.mk <==
export PLATFORM = sky130hd
export DESIGN_NAME = vendingmachine
export DESIGN_NICKNAME = vendingmachine
export VERILOG_FILES = /design/flow/design.v
export SDC_FILE = /design/flow/constraint.sdc
export NUM_CORES = 4
export LEC_CHECK = 1
export CORE_AREA = 10 10 107 107
export DIE_AREA = 0 0 117 117
==> /design/flow/constraint.sdc <==
current_design vendingmachine

set clk_period 4.4
set clk_io_pct 0.2

create_clock -name clk0 -period $clk_period [get_ports {clock_in}]

set non_clock_inputs [all_inputs -no_clocks]
set_input_delay [expr $clk_period * $clk_io_pct] -clock clk0 $non_clock_inputs
set_output_delay [expr $clk_period * $clk_io_pct] -clock clk0 [all_outputs]
==> results.cfg <==
; physical design summary
[logic_synthesis]
ys_seq_share_pct = 44.9
synthTopLogicFamily = simple AND/OR/NAND/NOR gates
synth_area_mm2 = 0.00173
compound_area_share_pct = 12.2
ys_sh_mux_pct = 4.84
synthCells = 179
ys_sh_adder_pct = 8.68
simple_gate_area_share_pct = 16.1
synth_stat.cells = 179
synth-seq-cells = 31
yosys-stat-area_mm2 = 0.00173
synth.avg_cell_area_um2 = 9.67
yosys_warnings = 3
xor_share_pct = 8.60
synth_cell_types = 36

[pwr]
p_leak_nw = 0.900
vdd_drop_max_v = 0.0000753
finalPower_mw = 0.549
powerDensity_mw_per_mm2 = 262

[sta]
setup_viol = 0
tns_ns = 0
period_used_pct = 65.4
finalHoldViolCount = 0
fmax_ghz = 0.347
slew_viol_final = 0
holdWs_ns = 0.460
slew_headroom_pct = 74.0
post-route-min-period_ns = 2.88
worstMarginPinSlew_ns = 0.390
rsz0062_at_grt = no
finalClockSkew_ns = 0.00839

[clock_network]
cts_hold_buf = 0
ctsHtreeMaxLevel = 2
clk_pin_slew_worst_paths_ns = 0.05
cts_resized = 0
cts_max_path_buffers = 2
cts_inserted_buffers = 5
cts_root_buf = clkbuf_8
cts_tree = done
cts_num_sinks = 31
clkLatencyLatePin_ns = 0.28
postCtsSetupBuffers = 0

[status]
outcome = complete, no violations

[hold_path]
min_path_cells = 1
hold_end = T0.contador[0]$_DFF_PP0_
hp-class = reg -> reg
hold_start = T0.contador[0]$_DFF_PP0_

[worst_setup_path]
end_kind = output pin
cp.arrival_ns = 2.00
r2r_start = R0.debounce_sensores[0]$_DFF_PP0_
reg2reg_depth = 5
crit_type = in -> out
reg2reg_slack_ns = 2.45
required_ns = 3.52
reg2reg_to = R0.contador_giro[1]$_DFF_PP0_
crit_fanout = 4
setup.worst_path.start_class = input pin

[grt]
grt_usage_pct = 4.83
grt_pass1_wl_um = 5510
grt_max_degree = 32
grt_pass1_vias = 1169
antenna_found_initial = 0
grt-ovfl-total = 0

[cells_and_area]
lay_top_count = dfrtp_1
final_cell_mix = dfrtp_1 (30), nor2_1 (21), clkdlybuf4s50_1 (17)
drive_gt1_share_pct = 7.61
seqCellArea_um2 = 777
fill_cells = 980
syn_to_final_growth_pct = 21.1
utilization_pct = 22.8
mi_logic_area_um2 = 873

[floorplan]
fp-utilization_pct = 18.8
io_pins = 18
die_area_mm2 = 0.0137
die_h_um = 117
core_mm2 = 0.00920
die_w_um = 117
row_count = 35

[drt]
antenna_cells = 0
drt-total-wl_um = 3070
viasPerCell = 3.92
first_pass_iters = 4
drc = 0
drt.antenna.violating_nets = 0
routedWlPerCell_um = 9.97
dr_total_vias = 1207
drtIter0Drc = 50

[placed_design]
dp_hpwl_um = 2330
routabilityCongestion = 0.861
io_buffer_count = 17

[flow_run]
log.warning_count = 32
cap_violations = 0
per-layer routing:
layer,GRT usage (%),share of wire (%)
met1,6.17,47
met2,7.76,44
met3,1.91,7.0
met4,0.659,1.7
met5,0,0
power by group:
| part | switching, mW | internal [mW] | leakage (nW) |
|---|---|---|---|
| logic | 0.0254 | 0.0210 | 0.484 |
| clock network | 0.0957 | 0.112 | 0.0395 |
| registers | 0.00414 | 0.290 | 0.377 |
worst max-delay path, stage by stage:
cell	delay, ns
clkdlybuf4s50_1	0.45
o21ai_0	0.18
clkdlybuf4s50_1	0.49
Yosys cell counts (all sizes together):
master	number	share of area, %
dfrtp	30	43
inv	13	2.8
mux2	3	2.0
nor4	2	1.6
mux2i	5	2.9
a31oi	1	0.36
a211oi	1	0.43
a22oi	1	0.43
a22o	1	0.51
buf	1	0.29
o22ai	3	1.1
xnor2	9	4.6
nor2	21	4.6
or3b	1	0.51
dfstp	1	1.5
clkbuf	7	1.5
ha	12	8.7
nor3	4	1.2
nand3	7	2.0
o2bb2ai	2	1.0
or3	1	0.36
nand4b	1	0.51
xor2	8	4.0
a21oi	13	4.2
o2111ai	1	0.51
and3	1	0.43
nor2b	3	1.1
o22a	1	0.51
o31ai	2	0.87
nand2b	1	0.36
nor3b	1	0.43
o21ai	8	2.3
nand2	12	2.6
and2b	1	0.51
state kept, by name (all words and copies together), names as in the netlist:
name	cells
R0.contador_giro	4
R0.girar	1
D0.NumGiroConv	7
T0.contador	4
R0.debounce_sensores	4
R0.espera_sensores	1
T0.backup_tecla	6
T0.backup_numgiro	4
worst max-delay path by stage:
stage / from / to / slack [ns] / depth (start not counted)
5_1_grt: sensor2_in / rele_out / 1.44 / 3
4_1_cts: sensor2_in / rele_out / 1.51 / 3
6_report: sensor2_in / rele_out / 1.52 / 3
cell families (layout without fill, tap and decap cells):
kind of cell / after synthesis / after routing
muxes: 8 / 8
buffers and inverters: 21 / 39
xor gates and xnor gates: 17 / 17
AOI/OAI and AO/OA: 34 / 34
and+or+nand+nor: 56 / 56
DFF: 31 / 31
adders and majority gates: 12 / 12
cell type report:
| type | instances | area share [%] |
|---|---|---|
| Tap cell | 111 | 6.63 |
| Sequential cell | 31 | 37.1 |
| Clock buffer | 8 | 3.82 |
| Inverter | 13 | 2.33 |
| Timing Repair Buffer | 18 | 8.48 |
| Multi-Input combinational cell | 127 | 41.7 |
metrics by stage:
stage / setup WS [ns] / instance area [um2] / std cells
6_report: 1.52 / 2100 / 308
5_1_grt: 1.44 / 2100 / 308
4_1_cts: 1.51 / 2100 / 308
3_5_place_dp: 1.52 / 2020 / 300
3_3_place_gp: 1.53 / 2020 / 300
2_1_floorplan: 2.41 / 1730 / 179
Power is estimated from default activity; no workload was simulated.
